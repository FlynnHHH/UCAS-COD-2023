--- /design/flow/config.mk ---
export PLATFORM = sky130hd
export DESIGN_NAME = custom_cpu
export DESIGN_NICKNAME = custom_cpu
export VERILOG_FILES = /design/flow/design.v
export SDC_FILE = /design/flow/constraint.sdc
export NUM_CORES = 4
export LEC_CHECK = 1
export CORE_UTILIZATION = 30
--- /design/flow/constraint.sdc ---
current_design custom_cpu

set clk_period 39.4
set clk_io_pct 0.2

create_clock -name clk0 -period $clk_period [get_ports {clk}]

set non_clock_inputs [all_inputs -no_clocks]
set_input_delay [expr $clk_period * $clk_io_pct] -clock clk0 $non_clock_inputs
set_output_delay [expr $clk_period * $clk_io_pct] -clock clk0 [all_outputs]
--- /design/flow/design.v ---
`timescale 10 ns / 1 ns
module alu(
	input  [32 - 1:0]  A,
	input  [32 - 1:0]  B,
	input  [              2:0]  ALUop,
	output                      Overflow,
	output                      CarryOut,
	output                      Zero,
	output [32 - 1:0]  Result
);
	wire op_and = ALUop == 3'b000;
	wire op_or  = ALUop == 3'b001 ;
	wire op_add = ALUop == 3'b010;
	wire op_sub = ALUop == 3'b110;
	wire op_slt = ALUop == 3'b111;		 
	wire [32 - 1:0] and_res = A & B;		 
	wire [32 - 1:0] or_res  = A | B;		 
	wire [32 - 1:0] B_2 = (op_sub || op_slt)? ~B : B;
	wire cin = (op_sub || op_slt)? 1: 0;
	wire [32 - 1:0] out;
	wire cout;
	assign {cout, out} = A + B_2 + cin;			
	assign CarryOut = (op_sub || op_slt)? !cout: cout;  
	wire [32 - 1:0] add_res = out;			 
	wire [32 - 1:0] sub_res = out;			 
	wire slt_res = out [32 - 1] ^ Overflow;		 
	assign Result = {32{op_and}} & and_res |		 
			{32{op_or }} & or_res  | 
			{32{op_add}} & add_res |
			{32{op_sub}} & sub_res |
			{32{op_slt}} & slt_res ;
	wire CarryIn_31 = A [32 - 1] ^ B_2 [32 - 1] ^ out [32 - 1];		
	assign Overflow = CarryIn_31 ^ cout;		 
	assign Zero = Result == 32'b0;			 
endmodule
`timescale 10 ns / 1 ns
module reg_file(
	input                       clk,
	input  [5 - 1:0]  waddr,
	input  [5 - 1:0]  raddr1,
	input  [5 - 1:0]  raddr2,
	input                       wen,
	input  [32 - 1:0]  wdata,
	output [32 - 1:0]  rdata1,
	output [32 - 1:0]  rdata2
);
	reg [32 - 1:0] rf [32 - 1:0]; 	 
	always @(posedge clk) begin 	 
		if (wen && waddr) rf[waddr] <= wdata;
	end
	assign rdata1 = (raddr1 == 5'b0)? 32'b0: rf[raddr1]; 	 
	assign rdata2 = (raddr2 == 5'b0)? 32'b0: rf[raddr2];
endmodule
`timescale 10 ns / 1 ns
module shifter (
	input  [32 - 1:0] A,
	input  [              4:0] B,
	input  [              1:0] Shiftop,
	output [32 - 1:0] Result
);
wire left = Shiftop == 2'b00;
wire cal_right = Shiftop == 2'b11;
wire log_right = Shiftop == 2'b10;
assign Result = {32{left}} & (A << B) |
	      {32{cal_right}} & (({32{A[31]}} << (6'd32 - {1'b0, B})) | (A >> B)) |
	      {32{log_right}} & (A >> B);
endmodule
`timescale 10ns / 1ns
module custom_cpu(
	input         clk,
	input         rst,
	output reg [31:0] PC,
	output        Inst_Req_Valid,
	input         Inst_Req_Ready,
	input  [31:0] Instruction,
	input         Inst_Valid,
	output        Inst_Ready,
	output [31:0] Address,
	output        MemWrite,
	output [31:0] Write_data,
	output [ 3:0] Write_strb,
	output        MemRead,
	input         Mem_Req_Ready,
	input  [31:0] Read_data,
	input         Read_data_Valid,
	output        Read_data_Ready,
	input         intr,
	output [31:0] cpu_perf_cnt_0,
	output [31:0] cpu_perf_cnt_1,
	output [31:0] cpu_perf_cnt_2,
	output [31:0] cpu_perf_cnt_3,
	output [31:0] cpu_perf_cnt_4,
	output [31:0] cpu_perf_cnt_5,
	output [31:0] cpu_perf_cnt_6,
	output [31:0] cpu_perf_cnt_7,
	output [31:0] cpu_perf_cnt_8,
	output [31:0] cpu_perf_cnt_9,
	output [31:0] cpu_perf_cnt_10,
	output [31:0] cpu_perf_cnt_11,
	output [31:0] cpu_perf_cnt_12,
	output [31:0] cpu_perf_cnt_13,
	output [31:0] cpu_perf_cnt_14,
	output [31:0] cpu_perf_cnt_15,
	output [69:0] inst_retire
);
  wire [69:0] inst_retire;
	wire			RF_wen;
	wire [4:0]		RF_waddr;
	wire [31:0]		RF_wdata;
	assign inst_retire = {RF_wen, RF_waddr, RF_wdata, PC};
	wire [6:0] opcode = valid_Instruction[6:0];
	wire [4:0] rs1 = valid_Instruction[19:15];
	wire [4:0] rs2 = valid_Instruction[24:20];
	wire [4:0] rd = valid_Instruction[11:7];	
	wire [6:0] funct7 = valid_Instruction[31:25];
	wire [2:0] funct3 = valid_Instruction[14:12];
	wire [4:0] shamt = valid_Instruction[24:20];
	wire [11:0] I_imm = valid_Instruction[31:20];
	wire [11:0] S_imm = {valid_Instruction[31:25], valid_Instruction[11:7]};
	wire [12:0] B_imm = {valid_Instruction[31], valid_Instruction[7], valid_Instruction[30:25], valid_Instruction[11:8], 1'b0};
	wire [31:0] U_imm = {valid_Instruction[31:12], 12'b0};
	wire [31:0] J_imm = {{12{valid_Instruction[31]}}, valid_Instruction[19:12], valid_Instruction[20], valid_Instruction[30:21], 1'b0};
	wire [3:0] type = {4{opcode == 7'b1100011}} & 4'b0000|
			{4{opcode == 7'b1100111}} & 4'b0001 |	 
			{4{opcode == 7'b0010011 && {funct3[1:0]} != 2'b01}} & 4'b0010 |
			{4{opcode == 7'b0000011}} & 4'b0011 |
			{4{opcode == 7'b0010011 && {funct3[1:0]} == 2'b01}} & 4'b0100 |
			{4{opcode == 7'b1101111}} & 4'b0101 |	 
			{4{opcode == 7'b0110011 && {funct3[1:0]} != 2'b01}} & 4'b0110 |
			{4{opcode == 7'b0110011 && {funct3[1:0]} == 2'b01}} & 4'b0111 |
			{4{opcode == 7'b0100011}} & 4'b1000 |
			{4{{opcode[6],opcode[4:0]} == 6'b010111}} & 4'b1001;	 
	wire [31:0] PC_next = PC + 4;
	reg [31:0] PC_pre;
	always @(posedge clk) begin
		if (rst) PC <= 32'b0;
		else if(current_state == EX)
			PC <= (type == 4'b0001 || type == 4'b0101)? jumpaddr: (isbranch? PC_branch: PC_next);
		else if(valid_Instruction == 32'b0 && current_state == ID) 
			PC <= PC_next;
		else 
			PC <= PC;
	end 
	always @(posedge clk ) begin
		if (current_state == IF) PC_pre <= PC;
		else PC_pre <= PC_pre;
	end
    wire [4:0] RF_raddr1 = rs1;
    wire [4:0] RF_raddr2 = rs2;
    wire [31:0] RF_rdata1;
    wire [31:0] RF_rdata2;
	wire [31:0] I_extend = {{20{I_imm[11]}}, I_imm};
	wire [31:0] S_extend = {{20{S_imm[11]}}, S_imm};
	wire [31:0] alunum1 = RF_rdata1;
	wire [31:0] alunum2 = {{32{type == 4'b0010 || type == 4'b0011 || type == 4'b0001}} & I_extend} |
				{{32{type == 4'b1000}} & S_extend} |
				{{32{type == 4'b0110 || type == 4'b0000}} & RF_rdata2};
	wire [2:0] ALU_control = {{3{type == 4'b0110 && funct3 == 3'b000}} & {funct7[5], 2'b10}} |  
				{{3{type == 4'b0010 && funct3 == 3'b000}} & 3'b010} |  
				{{3{type == 4'b0110 && funct3[2:1] == 2'b11 }} & ~funct3} |  
				{{3{type == 4'b0110 && funct3 == 3'b100}} & funct3} |  
				{{3{type == 4'b0010 && funct3[2:1] == 2'b11 }} & ~funct3} |  
				{{3{type == 4'b0010 && funct3 == 3'b100}} & funct3} |  
				{{3{type == 4'b0110 && funct3[2:1] == 2'b01}} & {~funct3[0], 2'b11}} |  
				{{3{type == 4'b0010 && funct3[2:1] == 2'b01}} & {~funct3[0], 2'b11}} |  
				{{3{type == 4'b0000 && funct3[2:1] == 2'b00}} & 3'b110} |  
				{{3{type == 4'b0000 && funct3[2:1] == 2'b10}} & 3'b111} |  
				{{3{type == 4'b0000 && funct3[2:1] == 2'b11}} & 3'b011} |  
				{{3{type == 4'b0011 || type == 4'b1000 || type == 4'b0001}} & 3'b010};  
	wire Zero;
	wire [31:0] ALU_result;
	alu alu_module(
		.A(alunum1),
		.B(alunum2),
		.ALUop(ALU_control),
		.Result(ALU_result),
		.Overflow(),
		.CarryOut(),
		.Zero(Zero)
	);
	wire [4:0] shiftbit = {{5{type == 4'b0100}} & shamt} |
						{{5{type == 4'b0111}} & RF_rdata2[4:0]}; 
	wire [1:0] SHIFT_control = {funct3[2],funct7[5]};
	wire [31:0] SHIFT_result;
	shifter shifter_module(RF_rdata1, shiftbit, SHIFT_control, SHIFT_result);  
	assign RF_wen = current_state == WB;
	assign RF_waddr = rd;
	assign RF_wdata = (type == 4'b0110 || type == 4'b0010)? ALU_result:
			(type == 4'b0111 || type == 4'b0100)? SHIFT_result:
			(type == 4'b1001 && opcode[5])? U_imm:
			(type == 4'b1001 && ~opcode[5])? PC_auipc:
			(type == 4'b0101 || type == 4'b0001)? PC_pre + 4:
			(type == 4'b0011)? load_result:32'b0;  
	reg_file reg_file_module(
		.clk(clk),
		.waddr(RF_waddr),
		.raddr1(RF_raddr1),
		.raddr2(RF_raddr2),
		.wen(RF_wen),
		.wdata(RF_wdata),
		.rdata1(RF_rdata1),
		.rdata2(RF_rdata2)
		); 
	wire [31:0] PC_jump;
	alu alu_jump(
		.A(J_imm),
		.B(PC_pre),
		.ALUop(3'b010),
		.Result(PC_jump),
		.Overflow(),
		.CarryOut(),
		.Zero()
	);
	wire [31:0] jumpaddr = (type == 4'b0001)? {ALU_result[31:1],1'b0}: PC_jump;
	wire [31:0] PC_branch;
	wire isbranch = (type == 4'b0000 && ((funct3 == 3'b000 || funct3 == 3'b101 || funct3 == 3'b111) && Zero || (funct3 == 3'b001 || funct3 == 3'b100 || funct3 == 3'b110) && ~Zero));
	wire [31:0] branch_offset = {{19{B_imm[12]}}, B_imm};
	alu alu_branch(
		.A(branch_offset),
		.B(PC_pre),
		.ALUop(3'b010),
		.Result(PC_branch),
		.Overflow(),
		.CarryOut(),
		.Zero()
	);
	wire [31:0] PC_auipc;
	alu alu_auipc(
		.A(U_imm),
		.B(PC_pre),
		.ALUop(3'b010),
		.Result(PC_auipc),
		.Overflow(),
		.CarryOut(),
		.Zero()
	);
	wire [1:0] n = ALU_result[1:0];
	wire [31:0] lb_result = (n[1] & n[0])? {{24{valid_Read_data[31]}},valid_Read_data[31:24]}:
				((n[1] & ~n[0])? {{24{valid_Read_data[23]}},valid_Read_data[23:16]}:
				((~n[1] & n[0])? {{24{valid_Read_data[15]}},valid_Read_data[15:8]}:{{24{valid_Read_data[7]}},valid_Read_data[7:0]}));
	wire [31:0] lbu_result = {{24{1'b0}},lb_result[7:0]};
	wire [31:0] lh_result = (~n[1])? {{16{valid_Read_data[15]}},valid_Read_data[15:0]}:{{16{valid_Read_data[31]}},valid_Read_data[31:16]}; 
	wire [31:0] lhu_result = {{16{1'b0}},lh_result[15:0]};
	wire [31:0] lw_result = valid_Read_data[31:0];
	wire [31:0] load_result = (funct3 == 3'b000)? lb_result:
				(funct3 == 3'b001)? lh_result:
				(funct3 == 3'b010)? lw_result:
				(funct3 == 3'b100)? lbu_result: lhu_result;
	assign Address = {ALU_result[31:2],2'b00}; 
	wire [3:0] sb_strb = (n[1] & n[0])? 4'b1000:
					 ((n[1] & ~n[0])? 4'b0100:
					 ((~n[1] & n[0])? 4'b0010: 4'b0001));
	wire [3:0] sh_strb = (n[1])? 4'b1100: 4'b0011;
	wire [3:0] sw_strb = 4'b1111;
	assign Write_strb = (funct3 == 3'b000)? sb_strb:
			(funct3 == 3'b001)? sh_strb: sw_strb;
	wire [31:0] sb_data = (n[1] & n[0])? {RF_rdata2[7:0],{24{1'b0}}}:
				((n[1] & ~n[0])? {{8{1'b0}},RF_rdata2[7:0],{16{1'b0}}}:
				((~n[1] & n[0])? {{16{1'b0}},RF_rdata2[7:0],{8{1'b0}}}: {{24{1'b0}},RF_rdata2[7:0]}));
	wire [31:0] sh_data = (n[1])? {RF_rdata2[15:0],{16{1'b0}}}: {{16{1'b0}},RF_rdata2[15:0]};
	wire [31:0] sw_data = RF_rdata2[31:0];
	assign Write_data = (funct3 == 3'b000)? sb_data:
			(funct3 == 3'b001)? sh_data: sw_data;
	parameter INIT = 9'b000000001,
	          IF   = 9'b000000010,
	          IW   = 9'b000000100,
	          ID   = 9'b000001000,
	          EX   = 9'b000010000,
	          LD   = 9'b000100000,
	          ST   = 9'b001000000,
	          RDW  = 9'b010000000,
	          WB   = 9'b100000000;	
	reg [8:0] current_state, next_state;
	reg [31:0] valid_Instruction, valid_Read_data;
	always @(posedge clk ) begin
		if(rst) current_state <= INIT;
		else current_state <= next_state;
	end
	always @(*) begin
		case (current_state)
			INIT: next_state = IF;
			IF: if(Inst_Req_Ready) next_state = IW; else next_state = IF;
			IW: if(Inst_Valid) next_state = ID; else next_state = IW;
			ID: if(valid_Instruction[31:0] == 32'b0) next_state = IF; else next_state = EX;
			EX: if(type == 4'b0011) next_state = LD;
				else if(type == 4'b1000) next_state = ST;
				else if(type == 4'b0000) next_state = IF;
				else next_state = WB;
			LD: if(Mem_Req_Ready) next_state = RDW; else next_state = LD;
			RDW: if(Read_data_Valid) next_state = WB; else next_state = RDW;
			WB: next_state = IF;
			ST: if(Mem_Req_Ready) next_state = IF; else next_state = ST;
			default: next_state = INIT;
		endcase
	end
	assign Inst_Req_Valid = current_state == IF;
	assign Inst_Ready      = (current_state == IW || current_state == INIT);
	assign Read_data_Ready = (current_state == RDW || current_state == INIT);
	assign MemRead         = current_state == LD;
	assign MemWrite        = current_state == ST;
	always @(posedge clk) begin
		valid_Instruction <= (Inst_Ready && Inst_Valid)? Instruction: valid_Instruction;
	end
	always @(posedge clk) begin
		valid_Read_data <= (Read_data_Ready && Read_data_Valid)? Read_data: valid_Read_data;
	end
	reg [31:0] cycle_cnt;
	always @(posedge clk) begin
		if(rst) cycle_cnt <= 32'd0;
		else cycle_cnt <= cycle_cnt + 32'd1;
	end
	assign cpu_perf_cnt_0 = cycle_cnt;
endmodule
--- /design/flow/run.sh ---
#!/bin/bash
# OpenROAD 26Q1-2900-gdf79404cd8, Yosys 0.63+post, stock flow scripts
make -C /OpenROAD-flow-scripts/flow DESIGN_CONFIG=/design/flow/config.mk WORK_HOME=/design/flow/orfs finish
==> notes.md <==
impl run done, here's what came out: peak supply drop=45.2 uV, Final period util=47.6%, row cnt=179, maximum number of pins on one net before global-route repair=65, Reg area=35300 um^2, required time of the worst setup path=31.52 ns, critical path's most frequent cell=sky130_fd_sc_hd__buf_4, master of the slowest instance on the critical path=sky130_fd_sc_hd__nor4_1, post-route minimum period=18.75 ns, RSZ-0062 raised after global routing=false, final RePlAce weighted congestion=0.996, endpoint of the worst register-to-register path=PC[11], total negative setup slack=0 ns, simple-gate share of the synthesized area=8.06%, cell depth of the worst min-delay path=1, I/O pins=758, ratio of cells with drive above 1 in the final layout=20.1%, cell count in the Yosys report=5562, count of cell types in the netlist=109, pre-placement core utilization=30.2%, Resized Gates After CTS=0, Data arrival, critical path=10.87 ns, proportion of register bits with asynchronous set or reset after synthesis=0%, area of the core region=238000 um^2, number of antenna violations at the first check in global routing=12, number of warning messages in the yosys log=482, sink of the worst hold path=cycle_cnt[0], type of origin of the critical path=flop, worst rel slew slack=33.5%, timing-limited maximum frequency=53.3 MHz, final hold viol count=0, mux share=20.8%, OpenROAD warning count=27, Max-Cap Viols=0, number of vias after detailed routing=50696, type of the worst setup path=reg2out, H-tree lvl count=4, area of the multi-input gates=33200 um^2, clk sink count=1203, CTS Root Cell=sky130_fd_sc_hd__clkbuf_16, number of buffers created by CTS=130, first-pass GRT wire length=388 mm, ys flops=1203, Static Leak=0.0289 uW, TritonCTS clock tree=built, dominant synthesized flop cell=sky130_fd_sc_hd__edfxtp_1, count of pins over their slew limit=0, Max FO, Critical Path=38, clock slew at reported path FFs=0.06 ns, syn_area_per_cell=13.0 um^2, average detailed-routed wire length per instance=30.5 um, number of nets still failing antenna checks after routing=0, chip area estimate from yosys synthesis=72100 um^2, Setup Fix Bufs, Post-CTS=0, final core occ=34.5%, setup clock skew after layout=0.0582 ns, Post-Synthesis Cells=5562, largest stage delay on the critical path=0.84 ns, Slew @ Worst Pin=0.970 ns, flip-flops with a built-in enable=1120, area fraction in full adders, half adders and majority gates=1.94%, wirelength, routed=280 mm, PwrDens=41.8 nW/um^2, iteration-0 DRC count of the detailed router=4112, synthesized cell area=72100 um^2, vertical die dimension=492 um, # DRC=0, total congestion overflow after global routing=0, vias in the first global route=51441, slack of the worst reg-to-reg path=28.27 ns, Area Growth Syn to Fin=14.0%, hold-fix buffers at CTS=0, proportion of synthesized chip area in sequential cells=49.0%, depth of the most critical reg-to-reg path=26, fillers=22901, worst skew pair latency=0.82 ns, Worst Min Path Start=cycle_cnt[0], placed wire-length estimate=192 mm, min-delay worst type=reg2reg, and-or/or-and share of the synthesized area=9.71%, Die Footprint=242000 um^2, status=complete, no violations, dominant kind of combinational cell=multiplexers, maximum root-to-sink buffer count=3, Power Total=3440 uW, First-pass DRT Iterations=29, Setup violations, final=0, die span in x=492 um, share of the synthesized netlist area taken by xor and xnor gates=2.13%, Via-to-Cell Ratio=5.53, combined global-route utilization of all metal layers=24.0%, CP endpoint kind=output pin, input/output buffers=274
-- metal layers --
metal / track usage [%] / vias up / wire [um]
li1: - / 21414 / -
met1: 27.1 / 24978 / 92200
met2: 35.1 / 3637 / 125000
met3: 16.3 / 647 / 46000
met4: 10.8 / 20 / 15800
met5: 0.978 / - / 362
-- synthesized netlist by cell type, drive strengths merged, types with 42 or more instances --
library cell  instances  share of area [%]
o21ai               283                2.0
nor2                362                1.9
dfxtp                83                2.3
xnor2                98                1.2
buf                 689                6.9
o22ai                43               0.37
a22oi                49               0.53
nand2               418                2.2
edfxtp             1120                 47
ha                   89                1.5
a21oi               279                2.0
mux2i               169                2.3
inv                  98               0.51
mux4                574                 18
nor2b                46               0.40
clkbuf              179               0.93
a21o                 42               0.44
nor3                 59               0.42
nand3               129               0.90
xor2                 77               0.94
-- power breakdown --
part	total [uW]	internal, uW	switching (uW)
sequential	1410	1390	18.5
combinational	749	287	463
clock	1280	722	554
total	3440	2400	1040
-- cells by family (layout without fill, tap and decap cells) --
kind of cell	Yosys count	in the layout
and+or+nand+nor	1255	1255
DFF	1203	1203
AOI/OAI and AO/OA	1074	1074
buffers and inverters	967	886
muxes	774	774
xor gates and xnor gates	175	175
adders and majority gates	113	113
other	1	521
-- per-stage QoR --
stage	setup slack (ns)	cell area, um^2	instances	hold slack, ns
after detailed placement	21.62	77600	8920	0.470
after global routing	20.19	82100	9161	0.496
final	20.65	82200	9168	0.482
after CTS	20.73	82100	9161	0.486
after global placement	21.53	77600	8920	0.438
after floorplan	24.12	74000	6075	0.413
-- registers in the layout (all words and copies together), names as in the netlist, named ones only --
| register | count |
|---|---|
| PC | 32 |
| PC_pre | 32 |
| current_state | 9 |
| cycle_cnt | 32 |
| reg_file_module.rf | 1024 |
| valid_Instruction | 32 |
| valid_Read_data | 32 |
-- final cells by class --
cell class | instances | share of cell area, %
Timing Repair Buffer | 546 | 5.83
Tap cell | 3167 | 4.82
Clock inverter | 86 | 1.37
Inverter | 99 | 0.452
Multi-Input combinational cell | 3905 | 40.4
Sequential cell | 1203 | 43.0
Clock buffer | 155 | 4.11
Antenna cell | 7 | 0.0213
-- critical path, delay by kind of cell (launching register included) --
family / cells / cell delay (ns)
compound gates: 10 / 2.59
xor+xnor: 1 / 0.22
fa+ha+maj: 1 / 0.41
buf+inv: 7 / 2.90
flops: 1 / 0.67
mux: 4 / 1.72
simple gates: 5 / 1.40
-- cell usage in the layout, fill, tap and decap left out, drive strengths merged, types with 83 or more instances in the layout --
master / count
inv: 108
clkbuf: 155
edfxtp: 1120
nand3: 129
dfxtp: 83
nand2: 418
o21ai: 283
clkdlybuf4s50: 273
mux2i: 169
conb: 514
mux4: 574
xnor2: 98
a21oi: 279
ha: 89
nor2: 362
buf: 273
-- how the worst max path moves through the flow --
stage / startpoint / endpoint / slack (ns) / cells after the start
after CTS: flop / inst_retire[41] / 20.73 / 28
after global routing: flop / inst_retire[51] / 20.19 / 28
final: flop / inst_retire[41] / 20.65 / 28
Power and IR drop assume default switching activity.
