**flow/config.mk**
```make
export PLATFORM = sky130hd
export DESIGN_NAME = simple_cpu
export DESIGN_NICKNAME = simple_cpu
export VERILOG_FILES = /design/flow/design.v
export SDC_FILE = /design/flow/constraint.sdc
export NUM_CORES = 4
export LEC_CHECK = 1
export CORE_UTILIZATION = 50
```
**flow/constraint.sdc**
```tcl
current_design simple_cpu

set clk_period 65.5
set clk_io_pct 0.2

create_clock -name clk0 -period $clk_period [get_ports {clk}]

set non_clock_inputs [all_inputs -no_clocks]
set_input_delay [expr $clk_period * $clk_io_pct] -clock clk0 $non_clock_inputs
set_output_delay [expr $clk_period * $clk_io_pct] -clock clk0 [all_outputs]
```
**flow/design.v**
```verilog
`timescale 10 ns / 1 ns
module alu(
	input  [32 - 1:0]  A,
	input  [32 - 1:0]  B,
	input  [              2:0]  ALUop,
	output                      Overflow,
	output                      CarryOut,
	output                      Zero,
	output [32 - 1:0]  Result
);
	wire op_and = ALUop == 3'b000;
	wire op_or  = ALUop == 3'b001 ;
	wire op_add = ALUop == 3'b010;
	wire op_sub = ALUop == 3'b110;
	wire op_slt = ALUop == 3'b111;		 
	wire [32 - 1:0] and_res = A & B;		 
	wire [32 - 1:0] or_res  = A | B;		 
	wire [32 - 1:0] B_2 = (op_sub || op_slt)? ~B : B;
	wire cin = (op_sub || op_slt)? 1: 0;
	wire [32 - 1:0] out;
	wire cout;
	assign {cout, out} = A + B_2 + cin;			
	assign CarryOut = (op_sub || op_slt)? !cout: cout;  
	wire [32 - 1:0] add_res = out;			 
	wire [32 - 1:0] sub_res = out;			 
	wire slt_res = out [32 - 1] ^ Overflow;		 
	assign Result = {32{op_and}} & and_res |		 
			{32{op_or }} & or_res  | 
			{32{op_add}} & add_res |
			{32{op_sub}} & sub_res |
			{32{op_slt}} & slt_res ;
	wire CarryIn_31 = A [32 - 1] ^ B_2 [32 - 1] ^ out [32 - 1];		
	assign Overflow = CarryIn_31 ^ cout;		 
	assign Zero = Result == 32'b0;			 
endmodule
`timescale 10 ns / 1 ns
module reg_file(
	input                       clk,
	input  [5 - 1:0]  waddr,
	input  [5 - 1:0]  raddr1,
	input  [5 - 1:0]  raddr2,
	input                       wen,
	input  [32 - 1:0]  wdata,
	output [32 - 1:0]  rdata1,
	output [32 - 1:0]  rdata2
);
	reg [32 - 1:0] rf [32 - 1:0]; 	 
	always @(posedge clk) begin 	 
		if (wen && waddr) rf[waddr] <= wdata;
	end
	assign rdata1 = (raddr1 == 5'b0)? 32'b0: rf[raddr1]; 	 
	assign rdata2 = (raddr2 == 5'b0)? 32'b0: rf[raddr2];
endmodule
`timescale 10 ns / 1 ns
module shifter (
	input  [32 - 1:0] A,
	input  [              4:0] B,
	input  [              1:0] Shiftop,
	output [32 - 1:0] Result
);
wire left = Shiftop == 2'b00;
wire cal_right = Shiftop == 2'b11;
wire log_right = Shiftop == 2'b10;
assign Result = {32{left}} & (A << B) |
	      {32{cal_right}} & (({32{A[31]}} << (6'd32 - {1'b0, B})) | (A >> B)) |
	      {32{log_right}} & (A >> B);
endmodule
`timescale 10ns / 1ns
module simple_cpu(
	input             clk,
	input             rst,
	output reg [31:0]     PC,
	input  [31:0]     Instruction,
	output [31:0]     Address,
	output            MemWrite,
	output [31:0]     Write_data,
	output [ 3:0]     Write_strb,
	input  [31:0]     Read_data,
	output            MemRead
);
	wire			RF_wen;
	wire [4:0]		RF_waddr;
	wire [31:0]		RF_wdata;
	wire [5:0] opcode = Instruction[31:26];
	wire [4:0] rs = Instruction[25:21];
	wire [4:0] base = Instruction[25:21];
	wire [4:0] rt = Instruction[20:16];
	wire [4:0] rd = Instruction[15:11];	
	wire [4:0] REG = Instruction[20:16];	
	wire [4:0] shamt = Instruction[10:6];
	wire [5:0] func = Instruction[5:0];
	wire [15:0] imm = Instruction[15:0];
	wire [25:0] Instr_index = Instruction[25:0];  
	wire [3:0] type = {4{opcode == 6'b000000 && func[5] == 1'b1}} & 4'b0000 |
					{4{opcode == 6'b000000 && func[5:3] == 3'b000}} & 4'b0001 |
					{4{opcode == 6'b000000 && {func[5:3], func[1]} == 4'b0010}} & 4'b0010 |
					{4{opcode == 6'b000000 && {func[5:3], func[1]} == 4'b0011}} & 4'b0011 |
					{4{opcode == 6'b000001}} & 4'b0100 |
					{4{opcode[5:1] == 5'b00001}} & 4'b0101 |
					{4{opcode[5:2] == 4'b0001}} & 4'b0110 |
					{4{opcode[5:3] == 3'b001 && opcode != 6'b001111}} & 4'b0111 |
					{4{opcode == 6'b001111}} & 4'b1000 |
					{4{opcode[5:3] == 3'b100}} & 4'b1001 |
					{4{opcode[5:3] == 3'b101}} & 4'b1010;  
	wire [31:0] PC_next = PC + 4;
	wire [31:0] branch_PC;
	always @(posedge clk) begin
		if (rst) begin
			PC <= 32'b0;
		end
		else begin
			PC <= (type == 4'b0010 || type == 4'b0101) ? jumpaddr:((branch & isbranch)?branch_PC:PC_next);
		end
	end 
	alu alu_branch(
		.A(offset_two_extend),
		.B(PC_next),
		.ALUop(3'b010),
		.Result(branch_PC),
		.Overflow(),
		.CarryOut(),
		.Zero()
	);
    	wire [4:0] RF_raddr1;
    	wire [4:0] RF_raddr2;
    	wire [31:0] RF_rdata1;
    	wire [31:0] RF_rdata2;
	wire [31:0] alunum1 = (type == 4'b0011)? RF_rdata2: RF_rdata1;
	wire [31:0] alunum2 = {{32{ALUSrc}} & extend} |
				{{32{type == 4'b0000 || type == 4'b0110}} & RF_rdata2} |
				{{32{type == 4'b0011 || type == 4'b0100}} & 32'b0} ;
	wire [2:0] ALU_control = {{3{type == 4'b0000 && func[3:2] == 2'b00}} & {func[1], 2'b10}} |  
							{{3{type == 4'b0111 && opcode[2:1] == 2'b00}} & {opcode[1], 2'b10}} |  
							{{3{type == 4'b0000 && func[3:2] == 2'b01}} & {func[1], 1'b0, func[0]}} |  
							{{3{type == 4'b0111 && opcode[2] == 1'b1}} & {opcode[1], 1'b0, opcode[0]}} |  
							{{3{type == 4'b0000 && func[3:2] == 2'b10}} & {~func[0], 2'b11}} |  
							{{3{type == 4'b0111 && opcode[2:1] == 2'b01}} & {~opcode[0], 2'b11}} |  
							{{3{type == 4'b0011}} & 3'b110} |  
							{{3{type == 4'b0100}} & 3'b111} |  
							{{3{type == 4'b0110 && opcode[1] == 1'b0}} & 3'b110} |  
							{{3{type == 4'b0110 && opcode[1] == 1'b1}} & 3'b111} |  
							{{3{type == 4'b1001 || type == 4'b1010}} & 3'b010};  
	wire Zero;
	wire [31:0] ALU_result;
	alu alu_module(
		.A(alunum1),
		.B(alunum2),
		.ALUop(ALU_control),
		.Result(ALU_result),
		.Overflow(),
		.CarryOut(),
		.Zero(Zero)
	);  
	wire [4:0] shiftbit = {{5{type == 4'b0001 && func[5:2] == 4'b0000 }} & shamt} |
						{{5{type == 4'b0001 && func[5:2] == 4'b0001}} & RF_rdata1[4:0]}; 
	wire [1:0] SHIFT_control = func[1:0];
	wire [31:0] SHIFT_result;
	shifter shifter_module(RF_rdata2, shiftbit, SHIFT_control, SHIFT_result);  
	wire RegDst = (type == 4'b0111 || type == 4'b1001 || type == 4'b1000)? 1'b0:1'b1;
	wire branch = (type == 4'b0110 || type == 4'b0100)? 1'b1:1'b0;
	assign MemRead = (type == 4'b1001)? 1'b1:1'b0;
	wire MemtoReg = (type == 4'b1001)? 1'b1:1'b0;
	assign MemWrite = (type == 4'b1010)? 1'b1:1'b0;
	wire ALUSrc = (type == 4'b0111 || type == 4'b1001 || type == 4'b1010)? 1'b1:1'b0;
	assign RF_wen = (type ==4'b1010 || (type ==4'b0101 && opcode[0] == 0) || type == 4'b0110 || type == 4'b0100 || type == 4'b0010 && func[0] == 0 || type == 4'b0011 && ~func[0] ^ Zero)? 1'b0:1'b1;
	assign RF_waddr = (opcode == 6'b000011)? 31:((RegDst)? rd:rt);  
	assign RF_wdata = (type == 4'b0000 || type == 4'b0111)? ALU_result:
					  ((type == 4'b0001)? SHIFT_result:
					  ((opcode == 6'b000011 || (type == 4'b0010 && func == 6'b001001))? PC + 8:
					  ((type == 4'b1001)? load_result:
					  ((type == 4'b0011)? RF_rdata1:lui_extend))));
	assign RF_raddr1 = rs;
	assign RF_raddr2 = (type == 4'b0100)? 5'b0:rt;
	reg_file reg_file_module(
		.clk(clk),
		.waddr(RF_waddr),
		.raddr1(RF_raddr1),
		.raddr2(RF_raddr2),
		.wen(RF_wen),
		.wdata(RF_wdata),
		.rdata1(RF_rdata1),
		.rdata2(RF_rdata2)
		);  
	wire [31:0] lui_extend = {{16{type == 4'b1000}} & imm, 16'b0};
	wire [31:0] sign_extend = {{16{imm[15]}}, imm};
	wire [31:0] zero_extend = {16'b0, imm};
	wire [31:0] offset_two_extend = {{14{imm[15]}}, imm, 2'b0};
	wire [31:0] instr_two_extend = {PC_next[31:28], Instr_index[25:0], 2'b0};
	wire [31:0] extend = (type == 4'b0111 && opcode[2] == 1 || type == 4'b1001 && opcode[5:1] == 5'b10010)? zero_extend : sign_extend;
	wire [31:0] jumpaddr = {{32{type == 4'b0010}} & RF_rdata1} |
						{{32{type == 4'b0101}} & instr_two_extend};
	wire isbranch = ((type == 4'b0100 && REG[0] ^ ~Zero ) || 
					(type == 4'b0110 && opcode[1] == 0 && opcode[0] ^ Zero) ||
					(type == 4'b0110 && opcode[1:0] == 2'b10 && (~Zero || RF_rdata1 == 32'b0)) ||
					(type == 4'b0110 && opcode[1:0] == 2'b11 && Zero && RF_rdata1 != 32'b0) )? 1'b1:1'b0;
	wire [1:0] n = ALU_result[1:0];
	wire [31:0] lb_result = (n[1] & n[0])? {{24{Read_data[31]}},Read_data[31:24]}:
					   ((n[1] & ~n[0])? {{24{Read_data[23]}},Read_data[23:16]}:
					   ((~n[1] & n[0])? {{24{Read_data[15]}},Read_data[15:8]}:{{24{Read_data[7]}},Read_data[7:0]}));
	wire [31:0] lbu_result = {{24{1'b0}},lb_result[7:0]};
	wire [31:0] lh_result = (~n[1])? {{16{Read_data[15]}},Read_data[15:0]}:{{16{Read_data[31]}},Read_data[31:16]}; 
	wire [31:0] lhu_result = {{16{1'b0}},lh_result[15:0]};
	wire [31:0] lw_result = Read_data[31:0];
	wire [31:0] lwl_result = (n[1] & n[0])? Read_data[31:0]: 
						((n[1] & ~n[0])? {Read_data[23:0],RF_rdata2[7:0]}:
						((~n[1] & n[0])? {Read_data[15:0],RF_rdata2[15:0]}:{Read_data[7:0],RF_rdata2[23:0]}));
	wire [31:0] lwr_result = (~n[1] & ~n[0])? Read_data[31:0]:
						((~n[1] & n[0])? {RF_rdata2[31:24],Read_data[31:8]}:
						((n[1] & ~n[0])? {RF_rdata2[31:16],Read_data[31:16]}:{RF_rdata2[31:8],Read_data[31:24]}));
	wire [31:0] load_result = (opcode == 6'b100000)? lb_result:
						 ((opcode == 6'b100001)? lh_result:
						 ((opcode == 6'b100011)? lw_result:
						 ((opcode == 6'b100100)? lbu_result:
						 ((opcode == 6'b100101)? lhu_result:
						 ((opcode == 6'b100010)? lwl_result: lwr_result)))));
	assign Address = {ALU_result[31:2],2'b00}; 
	wire [3:0] sb_strb = (n[1] & n[0])? 4'b1000:
					 ((n[1] & ~n[0])? 4'b0100:
					 ((~n[1] & n[0])? 4'b0010: 4'b0001));
	wire [3:0] sh_strb = (n[1])? 4'b1100: 4'b0011;
	wire [3:0] sw_strb = 4'b1111;
	wire [3:0] swl_strb = {ALU_result[1] & ALU_result[0], ALU_result[1], ALU_result[1] | ALU_result[0], 1'b1};
	wire [3:0] swr_strb = {1'b1, ~(ALU_result[1] & ALU_result[0]), ~ALU_result[1], ~ALU_result[1] & ~ALU_result[0]};
	assign Write_strb = (opcode == 6'b101000)? sb_strb:
						((opcode == 6'b101001)? sh_strb:
						((opcode == 6'b101011)? sw_strb:
						((opcode == 6'b101010)? swl_strb:
						((opcode == 6'b101110)? swr_strb:swr_strb))));
	wire [31:0] sb_data = (n[1] & n[0])? {RF_rdata2[7:0],{24{1'b0}}}:
					 ((n[1] & ~n[0])? {{8{1'b0}},RF_rdata2[7:0],{16{1'b0}}}:
					 ((~n[1] & n[0])? {{16{1'b0}},RF_rdata2[7:0],{8{1'b0}}}: {{24{1'b0}},RF_rdata2[7:0]}));
	wire [31:0] sh_data = (n[1])? {RF_rdata2[15:0],{16{1'b0}}}: {{16{1'b0}},RF_rdata2[15:0]};
	wire [31:0] sw_data = RF_rdata2[31:0];
	wire [31:0] swl_data = (swl_strb == 4'b0001)? {{24{1'b0}},RF_rdata2[31:24]}:
					  ((swl_strb == 4'b0011)? {{16{1'b0}},RF_rdata2[31:16]}:
					  ((swl_strb == 4'b0111)? {{8{1'b0}},RF_rdata2[31:8]}:RF_rdata2[31:0]));
	wire [31:0] swr_data = (swr_strb == 4'b1111)? RF_rdata2[31:0]:
					  ((swr_strb == 4'b1110)? {RF_rdata2[23:0],{8{1'b0}}}:
					  ((swr_strb == 4'b1100)? {RF_rdata2[15:0],{16{1'b0}}}:{RF_rdata2[7:0],{24{1'b0}}}));
	assign Write_data = (opcode == 6'b101000)? sb_data:
						((opcode == 6'b101001)? sh_data:
						((opcode == 6'b101011)? sw_data:
						((opcode == 6'b101010)? swl_data:
						((opcode == 6'b101110)? swr_data: swr_data))));
endmodule
```
**flow/run.sh**
```bash
#!/bin/bash
# OpenROAD 26Q1-2900-gdf79404cd8, Yosys 0.63+post, stock flow scripts
make -C /OpenROAD-flow-scripts/flow DESIGN_CONFIG=/design/flow/config.mk WORK_HOME=/design/flow/orfs finish
```
==> out/results.tsv <==
metric	value	unit
area_delta_synth_final	13.3	%
wire_per_inst	38.0	um
cp.required	52.40	ns
endpoint	Write_data[17]	
clk_latency	0.78	ns
instances_no_fill	7647	
cts.sinks	1055	
cp-start-kind	input port	
root_buffer	clkbuf_16	
dieArea	0.132	sq mm
clock_tree.buffer_depth	3	
synth_area	0.0653	sq mm
postRouteAntennaNets	0	
routed_wl	290	mm
core_region_area	0.129	sq mm
ys_cells	5657	
max_freq	27.7	MHz
ys_seq_elements	1055	
post_drt_via_cell_ratio	7.06	
lay_top_count	edfxtp_1	
total_power	0.00206	W
pre_cts_slack	29.63	ns
reg2reg_to	reg_file_module.rf[30][9]	
hold_viol_final	0	
maxCapViolCount	0	
clk_pin_slew	0.06	ns
grt_pass1_wl	407	mm
synth_top_flop_cell	edfxtp_1	
grtUsageTotal	48.1	%
drtIter0Drc	5199	
crit_top_cell	buf_4	
gp_congestion	1.08	
r2r_start	reg_file_module.rf[4][1]	
io_buffers	165	
postSynthSeqShare	48.0	%
cts_tree	yes	
status	complete, no violations	
syn_area_per_cell	11.5	sq um
ir_drop	0.0316	mV
tool_warnings	26	
finalClockSkew	0.108	ns
io_pins	168	
fin_ws	29.38	ns
cts_setup_buffers	0	
critical_path_class	in -> out	
drive_gt1_share	17.8	%
overflow	0	
finalCriticalPeriod	36.12	ns
async_flop_share	0	%
setup_viol	0	
edf_count	1023	
hp-class	reg -> reg	
cts-buffers-inserted	111	
grt_max_degree	89	
firstDrtPassIters	9	
post_synth_inst_count	5657	
relSlewSlack	29.7	%
cts_resized	0	
final_cell_mix	1,023 x edfxtp_1, 532 x nand2_1, 398 x a21oi_1, 390 x nor2_1, 376 x mux4_2	
largest_area_cell	edfxtp_1	
crit_fanout	61	
crit_path_top_delay_cell	clkdlybuf4s50_1	
crit_start	Instruction[30]	
reg2reg_slack	54.04	ns
n_fill_cell	10600	
area_leaders	edfxtp_1 47%, mux4_2 13%, mux2i_1 5.3%	
initCoreUtil	50.4	%
arrival	23.02	ns
row_count	132	
flop_area	0.0314	sq mm
rsz0062_at_grt	no	
yosys_warnings	2	
ys_area	0.0653	sq mm
mi_logic_area	0.0324	sq mm
die_h	363	um
netlist.area_leader.share	47.0	%
drc	0	
crit_path_end_kind	primary output	
htreeDepth	3	
synth_cell_types	104	
power_density	27.9	mW/mm^2
hpwl	190	mm
hold_buffers	0	
finalCritPeriodShare	55.1	%
vias	54000	
die_w	363	um
max_slew.worst_pin.slew	1.03	ns
first_global_vias	55000	
worstRegToRegCells	32	
post-route-util	57.1	%
antenna_found_initial	19	
final_max_slew_viol_count	0	
dp.cells	7430	
leakage	25.9	nW
slowest_delay	0.82	ns
setup_tns	0	ns
## report_power, final
part,leakage [nW],switching [W],internal [W],total [W]
Sequential,9.68,0.0000105,0.000818,0.000829
Clock,1.78,0.000278,0.000361,0.000639
Combinational,14.5,0.000395,0.000198,0.000593
## cell type report
type / instances / share of cell area, %
inverters: 64 / 0.328
clock inverters: 66 / 1.06
repair buffers: 484 / 5.53
flip-flops and latches: 1055 / 42.4
well taps: 1742 / 2.95
diodes: 13 / 0.0440
clock buffers: 138 / 3.89
multi-input cells: 4085 / 43.8
## cells in the mapped netlist (all sizes together) (80+ instances only)
library cell / instances
edfxtp: 1023
nand2: 536
nor2: 427
a21oi: 410
mux4: 376
o21ai: 371
mux2i: 348
clkbuf: 320
buf: 165
nand3: 142
o22ai: 129
a211oi: 80
## cells by family (layout without fill, tap and decap cells)
| group | Yosys count | after routing | share of synthesized area (%) |
|---|---|---|---|
| AOI/OAI and AO/OA | 1611 | 1611 | 16.0 |
| adders and majority gates | 69 | 69 | 1.33 |
| other | 1 | 46 | 0.00574 |
| buffers and inverters | 549 | 752 | 3.52 |
| muxes | 776 | 776 | 19.2 |
| xor gates and xnor gates | 136 | 136 | 1.84 |
| and+or+nand+nor | 1460 | 1460 | 10.0 |
| DFF | 1055 | 1055 | 48.0 |
## per-layer routing
| layer | vias up | track usage, % | wire length (um) |
|---|---|---|---|
| met5 | - | 6.57 | 1410 |
| met4 | 52 | 29.5 | 23600 |
| met3 | 1010 | 33.1 | 50200 |
| met2 | 4306 | 65.0 | 124000 |
| met1 | 26000 | 56.6 | 90800 |
| li1 | 22600 | - | - |
## stage by stage
stage	area (sq um)	hold WS, ns
5_1_grt	73900	0.644
2_1_floorplan	65400	0.448
6_report	74000	0.610
4_1_cts	73900	0.603
3_3_place_gp	70300	0.592
3_5_place_dp	70300	0.594
## sequential cells by signal, summed over array words and instances (netlist names)
signal              count
reg_file_module.rf   1023
PC                     32
## worst max-delay path: cells and delay by family
family          cells  cell delay, ns
compound gates     16            3.33
buf+inv             9            3.74
xor+xnor            1            0.17
fa+ha+maj           1            0.32
simple gates        7            2.26
## how the worst min path moves through the flow
stage         start     to  slack [ns]  cells past startpoint
finish        PC[0]  PC[0]        0.61                      2
global route  PC[0]  PC[0]        0.64                      2
CTS           PC[0]  PC[0]        0.60                      2
Power is estimated from default activity; no workload was simulated.
